==> flow/design.v <==
`timescale 1ps/1ps
module alu (
    input [31:0] dataInput1,
    input [31:0] dataInput2,
    input [2:0] sel,
    output reg [31:0] dataOutput
);
always @(*) begin
    case (sel)
        3'b000: begin
            dataOutput = dataInput1 & dataInput2;
        end
        3'b001: begin
            dataOutput = dataInput1 | dataInput2;
        end
        3'b010: begin
            dataOutput = dataInput1 + dataInput2;
        end
        3'b110: begin
            dataOutput = dataInput1 - dataInput2;
        end
        3'b111: begin
            dataOutput = (dataInput1 < dataInput2) ? 32'd1 : 32'd0;
        end
        3'b100: begin
            dataOutput = ~(dataInput1 | dataInput2);
        end
        3'b101: begin
            dataOutput = dataInput1 ^ dataInput2;
        end
        3'b011: begin
            dataOutput = 32'b0;  
        end
    endcase
end
endmodule
==> flow/run.sh <==
#!/bin/bash
# OpenROAD 26Q1-2900-gdf79404cd8, Yosys 0.63+post, stock flow scripts
make -C /OpenROAD-flow-scripts/flow DESIGN_CONFIG=/design/flow/config.mk WORK_HOME=/design/flow/orfs finish
==> flow/config.mk <==
export PLATFORM = sky130hd
export DESIGN_NAME = alu
export DESIGN_NICKNAME = alu
export VERILOG_FILES = /design/flow/design.v
export SDC_FILE = /design/flow/constraint.sdc
export NUM_CORES = 4
export LEC_CHECK = 1
export CORE_UTILIZATION = 50
==> flow/constraint.sdc <==
current_design alu

set clk_period 21.9
set clk_io_pct 0.2

create_clock -name clk0 -period $clk_period

set non_clock_inputs [all_inputs -no_clocks]
set_input_delay [expr $clk_period * $clk_io_pct] -clock clk0 $non_clock_inputs
set_output_delay [expr $clk_period * $clk_io_pct] -clock clk0 [all_outputs]
==> flow_summary.yaml <==
# implementation run metrics
min_path:
  worst_hold_startpoint: "sel[2]"
  min_path_type: "in2out"
  min_to: "dataOutput[1]"
  hold_path_depth: 5
placed_design:
  place_congestion: 0.987
  pre_cts_slack_ns: 9.29
  io_buffer_count: 99
  hpwl_um: 15000
critical_path:
  critPathSlowestCell: "a2111oi_0"
  criticalPathCategory: "in2out"
  cp.arrival_ns: 8.36
  path_delay_family: "AND-OR/OR-AND gates"
  path_buffers: 4
  crit_chain: "clkdlybuf4s50_1 > inv_1 > ha_1 > nor2_1 > o311ai_0 > nand3_1 > a2111oi_0 > buf_4 > nor2_1 > xnor2_1 > a222oi_1 > a21oi_1 > clkdlybuf4s50_1"
  slowest_delay_ns: 0.93
  end_kind: "output pin"
  start_kind: "input port"
  crit_fanout: 4
  cp.required_ns: 17.52
run:
  tool_warnings: 102
  max-cap-violations: 0
floorplanning:
  fp-row-count: 38
  chipArea_um2: 11600
  core-area_um2: 10800
  fp_util_pct: 51.3
  die-width_um: 108
  die_height_um: 108
  num_io_pins: 99
route:
  diodes: 0
  vias_per_cell: 6.30
  drt_iter0_drc: 709
  first_pass_iters: 5
  wl_per_cell_um: 18.3
  detail-route-antenna-nets: 0
  wl_um: 19700
  drc_errors: 0
  num_vias: 6798
clock_tree:
  cts_resized: 0
  cts_setup_buffers: 0
  hold_buffers: 0
final_timing:
  drv_slew: 0
  fin_crit_ns: 12.74
  setup_viol: 0
  worstMarginPinSlew_ns: 1.01
  setup_ws_ns: 9.16
  fin_crit_sh_pct: 58.2
  slew_headroom_pct: 31.2
  tns_ns: 0
  max_freq_mhz: 78.5
  hold_slack_ns: 9.86
  hold_viol: 0
  grt_setup_unrepaired: "no"
final_layout:
  flop-count: 0
  area_growth_pct: 18.2
  seqCellArea_um2: 0
  clock_buffer_count: 0
  drive_above_1_share_pct: 3.51
global_route:
  antenna_found_initial: 0
  overflow: 0
  grt_pass1_wl_um: 31800
  grt_util_all_layers_pct: 34.8
  grt_max_degree: 58
  grt_pass1_vias: 6073
power_and_ir_drop:
  p_leak_nw: 2.91
  power_density_nw_per_um2: 26.5
  p_total_mw: 0.174
  vdd_ir_drop_max_v: 0.0000142
status:
  outcome: "completed"
synth:
  syn_area_um2: 5570
  postSynthAreaPerCell_um2: 6.29
  synth_top_area_share_pct: 22.7
  yosys_area_um2: 5570
  synth_warnings: 1
  ys_seq_share_pct: 0
  top_area_cell: "ha_1"
  ys_cells: 885
  synth.most_common_cell: "a21oi_1"
  ys_types: 69
  synthTopCellsByCount: "a21oi_1, ha_1, inv_1"
  syn_inst: 885
  yosys-top-cells-area: "ha_1, a21oi_1, inv_1, nor2_1, o21ai_0"
[cells in the final DEF (no fill, tap or decap), types with 3 or more instances in the layout]
| master | n |
|---|---|
| a21oi_1 | 117 |
| ha_1 | 101 |
| clkdlybuf4s50_1 | 97 |
| inv_1 | 96 |
| nor2_1 | 91 |
| o21ai_0 | 67 |
| nand2_1 | 60 |
| nor3_1 | 22 |
| a31oi_1 | 19 |
| o21bai_1 | 18 |
| o22ai_1 | 16 |
| a211oi_1 | 15 |
| nand4_1 | 12 |
| a21o_1 | 12 |
| nor4_1 | 12 |
| xnor2_1 | 12 |
| nand3_1 | 11 |
| o22a_1 | 11 |
| buf_4 | 11 |
| nor2b_1 | 9 |
| o21a_1 | 8 |
| o211ai_1 | 8 |
| mux2i_1 | 8 |
| or3_1 | 8 |
| o31ai_1 | 8 |
| nand2b_1 | 7 |
| and3_1 | 5 |
| mux2_2 | 5 |
| o41ai_1 | 4 |
| o32a_1 | 4 |
| o32ai_1 | 4 |
| a221oi_1 | 4 |
| o31a_1 | 4 |
| o221ai_1 | 4 |
| a41oi_1 | 3 |
| a21boi_0 | 3 |
[area by class of cell]
cell class,count,area (um^2)
inverters,99,372
multi-input cells,730,4970
repair buffers,110,1060
fillers,1022,4260
well taps,140,175
[per-stage QoR]
| step | cell area [um^2] | util [%] | instances |
|---|---|---|---|
| after detailed placement | 6580 | 60.7 | 1079 |
| after global routing | 6580 | 60.7 | 1079 |
| after global placement | 6580 | 60.7 | 1079 |
| after floorplan | 5570 | - | 885 |
| after CTS | 6580 | 60.7 | 1079 |
| final | 6580 | 60.7 | 1079 |
[cells by family (layout without fill, tap and decap cells)]
kind of cell	Yosys count	in the layout	share of synthesized area, %
compound gates	356	356	41.1
xor+xnor	13	13	2.05
fa+ha+maj	103	103	23.4
buf+inv	155	209	10.8
mux	13	13	2.45
simple gates	245	245	20.2
[routing by layer]
layer	GRT usage, %	routed length, um	vias to the layer above
met5	0	0	-
met4	9.59	522	0
met3	4.88	1980	49
met2	52.8	8530	373
met1	51.1	8710	3057
li1	-	-	3319
[how the worst max path moves through the flow]
| stage | startpoint | to | depth (start not counted) |
|---|---|---|---|
| finish | dataInput2[1] | dataOutput[17] | 13 |
| global route | dataInput1[1] | dataOutput[19] | 13 |
| CTS | dataInput2[1] | dataOutput[17] | 13 |
[report_power, final]
part           internal, mW  total [mW]  switching, mW
clock                     0           0              0
sequential                0           0              0
combinational        0.0756       0.174         0.0985
